==> ./design.v <==
module AHB_slave( Hclk, Hresetn, Hwrite, Hreadyin, Htrans,Haddr,Hwdata,Hresp,Hrdata, valid, Hwritereg,Haddr1,Haddr2,Hwdata1,Hwdata2, tempselx);
 input Hclk, Hresetn, Hwrite, Hreadyin;
 input [1:0]Htrans;
 input [31:0]Haddr;
 input  [31:0]Hwdata;
 output [1:0]Hresp;
 output [31:0]Hrdata;
 output reg valid;
 output reg Hwritereg;
 output reg [31:0]Haddr1;
 output reg [31:0]Haddr2;
 output reg[31:0]Hwdata1;
 output reg [31:0]Hwdata2;
 output reg [2:0] tempselx;
reg temp;  
always @(*)
begin
 valid =1'b0;  
 if (Hreadyin==1 && (Htrans[1:0]==2'b10|Htrans[1:0]==2'b11) && (Haddr[31:0]>=32'h80000000 && Haddr[31:0]<32'h8C000000) )
 valid=1'b1;
 else
 valid=1'b0;
end
always @(Haddr)
begin
     if(Haddr>=32'h80000000 && Haddr<32'h84000000)
       tempselx=3'b001;
     else if (Haddr>=32'h84000000 && Haddr<32'h88000000)
       tempselx=3'b010;
     else if (Haddr>=32'h88000000 && Haddr<32'h8C000000)
       tempselx=3'b100;
     else
       tempselx=3'b000;
end
always @(posedge Hclk or negedge Hresetn)
begin
 if(!Hresetn)
   begin
   Haddr1<=32'b0;
   Haddr2<=32'b0;
   Hwdata1<=32'b0;
   Hwdata2<=32'b0;
   Hwritereg<=0;
   end
 else
   begin
   Haddr1<=Haddr;
   Haddr2<=Haddr1;
   Hwdata1<=Hwdata;
   Hwdata2<=Hwdata1;
   temp<=Hwrite;
   Hwritereg<=temp;
   end
end
assign Hresp = 2'b00;
endmodule
==> ./run.sh <==
#!/bin/bash
# OpenROAD 26Q1-2900-gdf79404cd8, Yosys 0.63+post, stock flow scripts
make -C /OpenROAD-flow-scripts/flow DESIGN_CONFIG=/design/flow/config.mk WORK_HOME=/design/flow/orfs finish
==> ./config.mk <==
export PLATFORM = sky130hd
export DESIGN_NAME = AHB_slave
export DESIGN_NICKNAME = AHB_slave
export VERILOG_FILES = /design/flow/design.v
export SDC_FILE = /design/flow/constraint.sdc
export NUM_CORES = 4
export LEC_CHECK = 1
export CORE_UTILIZATION = 30
export SYNTH_HDL_FRONTEND = slang
==> ./constraint.sdc <==
current_design AHB_slave

set clk_period 2.1
set clk_io_pct 0.2

create_clock -name clk0 -period $clk_period [get_ports {Hclk}]

set non_clock_inputs [all_inputs -no_clocks]
set_input_delay [expr $clk_period * $clk_io_pct] -clock clk0 $non_clock_inputs
set_output_delay [expr $clk_period * $clk_io_pct] -clock clk0 [all_outputs]
==> changes_impl.md <==
### Implementation results

- Detailed-router iteration count before antenna repair: approximately 53
- Violated checks: DRC
- Worst-path cell chain: dlygate4sd2_1 > or4b_4 > buf_6 > nor3b_2 > buf_2
- Critical Path Max Stage Delay: around 0.53 ns
- Antenna violation net count after detailed routing: 0
- Critical path type: input pin to output pin
- Cell area after synthesis: ~3600 um2
- Max Clock Freq: between 400 and 500 MHz
- Crit path time final: between 2 and 2.5 ns
- Number of instances in the synthesized netlist: between 150 and 200
- Vertical die size: ~110 um
- Number of placed instances with taps included: a little over 500
- Post-layout power: 6.41 mW
- Skew-Pair Late Insertion Delay: slightly above 0.4 ns
- Total die size: around 12,000 um2
- Number of placed I/O pins: 237
- Least-Margin Pin Slew: ~0.57 ns
- Fin. Hold Viols: 0
- Total global-route track usage: 0.131
- Worst supply voltage drop on vdd: slightly above 0.0006 V
- CTS Root Cell: sky130_fd_sc_hd__clkbuf_16
- Sink Count: about 130
- Number of buffer and inverter instances along the worst setup path: 3
- Cell Type Count: 9
- Outcome: finished, violations left
- Top cells by area in the synthesized netlist: sky130_fd_sc_hd__dfrtp_1, sky130_fd_sc_hd__buf_4, sky130_fd_sc_hd__edfxtp_1, sky130_fd_sc_hd__nor3b_2, sky130_fd_sc_hd__or4b_4
- Sequential Area: 3260 um2
- Synthesis-to-finish area growth: 77.5%
- First-pass GRT wire length: about 12,000 um
- Number of synthesized register bits: roughly 130
- Relative slew margins: 0.621
- Final routed wire length divided by cell count: ~14 um
- Die width: roughly 110 um
- Antenna violations before repair: 0
- Area share of the largest cell type after synthesis: 0.902
- Synth Seq Share: 0.911
- Vias per cell: around 3.8
- Number of DRC violations after detailed-routing iteration 0: around 130
- Buffer depth of the longest clock path: 2
- Number of warnings the tools reported: 26
- Post-synth top area cell: sky130_fd_sc_hd__dfrtp_1
- Floorplan utilization: 0.311
- Via count of the first global-routing pass: between 2,000 and 2,500
- Type of element capturing the critical path: output pin
- Slowest CP cell: sky130_fd_sc_hd__or4b_4
- Number of buffers added by the clock tree synthesis step: 17
- Number of DRC violations after detailed routing: 1
- Leakage dissipation: 2.78 nW
- Tally of filler cells in the layout: 918
- Clock Skew: between 0.007 and 0.008 ns
- Total wire length after detailed routing: 7590 um
- Top logic cells by instance count in the layout: sky130_fd_sc_hd__clkdlybuf4s50_1, sky130_fd_sc_hd__dfrtp_1, sky130_fd_sc_hd__conb_1, sky130_fd_sc_hd__clkbuf_16, sky130_fd_sc_hd__bufinv_16
- Port Buf Inserts: about 200
- Multi-input logic area: just under 200 um2
- Clock transition at the registers of the reported paths: 0.06 ns
- Peak-usage layer in the global routing report: met2
- Total cell area reported by yosys after synthesis: 3580 um2
- Power density over cell area: around 1000 nW/um2
- Crit start category: input pin
- Ant diodes: 0
- RSZ-0062 raised after global routing: false
- Worst hold path type: input pin to asynchronous set/reset pin
- Met2 Use GR: 0.190
- TritonCTS clock tree: built
- Final count of negative-setup-slack endpoints: 0
- Non-filler instance count after layout: between 500 and 600
- Share of the clock period used by the worst path after layout: 0.958
- H-tree depth: 4
- Largest fanout on the critical path: 4
- Number of cell instances after yosys synthesis: about 170
- Average footprint of a synthesized cell: between 20 and 25 um2
- Arrival time at the worst endpoint: roughly 1.6 ns
- Number of rows created at floorplan: 39
- Worst hold slack after final layout: roughly 0.046 ns
- GR met1 Demand/Resource: 0.180
- Overflow left after global routing: 0
- Max-cap check violation count: 0
- Required arrival time at the worst endpoint: 1.68 ns
- Family with the most delay on the worst path: simple AND/OR/NAND/NOR gates
- Pin count of the biggest net entering global routing: between 80 and 90
- Core area: 11,500 um2
- Final tally of max-slew violations: 0
- Overall via count from detail_route: 2,093
- Routing usage on met3: 0.0697
- Highest-count logic cell in the final layout: sky130_fd_sc_hd__clkdlybuf4s50_1
- HPWL after detailed placement: ~5500 um
- Yosys warnings: 32
- Final RePlAce weighted congestion: ~0.77
- Proportion of layout cells with a drive suffix above 1: 0.111
- Post-cts hold buffer count: 0
cell type report:
type,instances,share of cell area
clock buffers,20,0.0719
clock inverters,12,0.0355
multi-input cells,40,0.0304
flip-flops and latches,130,0.513
well taps,143,0.0282
repair buffers,205,0.321
stage by stage:
| stage | setup TNS, ns | utilization | area, um2 | worst slack [ns] |
|---|---|---|---|---|
| final | 0 | 0.551 | 6350 | 0.0881 |
| after detailed placement | -1.65 | 0.492 | 5660 | -0.432 |
| after floorplan | 0 | - | 3700 | 0.541 |
| after global placement | -1.56 | 0.492 | 5660 | -0.425 |
| after CTS | 0 | 0.552 | 6360 | 0.0493 |
| after global routing | 0 | 0.551 | 6350 | 0.0169 |
power breakdown:
part	internal, mW	leakage (nW)	total (mW)	switching [mW]
combinational	0.318	0.946	0.411	0.0927
sequential	2.64	1.51	2.68	0.0465
clock	2.29	0.323	3.31	1.02
total	5.25	2.78	6.41	1.16
cell usage after synthesis (all sizes together):
| cell type | instances |
|---|---|
| a211oi | 1 |
| nand2 | 1 |
| buf | 34 |
| or4b | 1 |
| nor3b | 2 |
| conb | 1 |
| edfxtp | 1 |
| nor3 | 1 |
| dfrtp | 129 |
path summary, 6_finish.rpt:
| path | slack (ns) | start | cells after the start | to |
|---|---|---|---|---|
| min in group clk0 | 0.23 | Haddr[30] | 1 | Haddr1[30]$_DFF_PN0_ |
| min | 0.05 | Hresetn | 2 | Hwdata1[27]$_DFF_PN0_ |
| max | 0.09 | Haddr[28] | 5 | tempselx[1] |
| max in group asynchronous | 1.57 | Hresetn | 2 | Haddr2[2]$_DFF_PN0_ |
| max reg2reg | 1.58 | Haddr1[10]$_DFF_PN0_ | 0 | Haddr2[10]$_DFF_PN0_ |
| min reg2reg | 0.35 | temp$_DFFE_PP_ | 0 | Hwritereg$_DFF_PN0_ |
layer usage:
| metal | vias up | part of all wire |
|---|---|---|
| li1 | 921 | - |
| met1 | 1011 | 0.35 |
| met2 | 150 | 0.47 |
| met3 | 11 | 0.16 |
| met4 | 0 | 0.018 |
| met5 | - | 0 |
flip-flops by register name (all words and copies together) (netlist names):
name and count:
Haddr1 32, Haddr2 32, Hwdata1 32, Hwdata2 32
Hwritereg 1, temp 1
logic make-up after synthesis:
family / share of synthesized area
AND-OR/OR-AND: 0.00350
AND/OR/NAND/NOR: 0.0133
flip-flops: 0.911
buffers and inverters: 0.0714
other: 0.00105
what timing repair did:
item,in CTS,in global routing
pin swaps,5,2
cloned,0,0
setup endpoints to repair,4,2
gates resized,20,2
buffers inserted,3,0
Power is estimated from default activity; no workload was simulated.
